**flow/constraint.sdc**
```tcl
current_design divider

set clk_period 1.8
set clk_io_pct 0.2

create_clock -name clk0 -period $clk_period [get_ports {clk}]

set non_clock_inputs [all_inputs -no_clocks]
set_input_delay [expr $clk_period * $clk_io_pct] -clock clk0 $non_clock_inputs
set_output_delay [expr $clk_period * $clk_io_pct] -clock clk0 [all_outputs]
```
**flow/config.mk**
```make
export PLATFORM = sky130hd
export DESIGN_NAME = divider
export DESIGN_NICKNAME = divider
export VERILOG_FILES = /design/flow/design.v
export SDC_FILE = /design/flow/constraint.sdc
export NUM_CORES = 4
export LEC_CHECK = 1
export CORE_AREA = 10 10 99 99
export DIE_AREA = 0 0 109 109
```
**flow/run.sh**
```bash
#!/bin/bash
# OpenROAD 26Q1-2900-gdf79404cd8, Yosys 0.63+post, stock flow scripts
make -C /OpenROAD-flow-scripts/flow DESIGN_CONFIG=/design/flow/config.mk WORK_HOME=/design/flow/orfs finish
```
**flow/design.v**
```verilog
`timescale 1ns / 1ps
module divider(clk,clk_N);
    input clk;
    output reg clk_N;
    reg [31:0] counter;           
    integer N= 10;
    initial begin
        clk_N<=0;
        counter<=0;
    end
    always @(posedge clk) begin 
        counter<=counter+1;                   
        if(counter>=(N/2)-1) begin
            clk_N<=~clk_N;
            counter<=0;
        end
    end                           
endmodule
```
==> out/qor.csv <==
stage;metric;value;unit
status;outcome;complete, no violations;
timing;final_hold_viol_count;0;
grt;grt.overflow.total;0;
clocking;cts_sinks;33;
grt;grt_pass1_vias;374;
routing;drt_iter0_drc;3;
floorplanning;fp.dieW;109;um
floorplanning;design.portCount;2;
synth;yosysUniqueCellTypes;14;
clocking;path_clk_slew;60;ps
hold_path;holdPathEnd;counter[0];
worst_setup_path;r2r_start;counter[2];
synth;edf_count;1;
clocking;post-cts-setup-buffer-count;0;
hold_path;hold_class;reg -> reg;
synth;netlist.top_cell.by_area;dfxtp_1;
synth;ys_seq_share;80.6;%
synth;common_cells;dfxtp_1 (32), nor4_1 (5), inv_1 (3), nor4_2 (3);
clocking;root_buffer;clkbuf_8;
synth;top_cell;dfxtp_1;
worst_setup_path;r2r_end;clk_N;
worst_setup_path;cp.required;1830;ps
power_and_ir_drop;leakagePower;0.475;nW
layout;fillers;835;
routing;vias;417;
synth;ys_warn_count;1;
grt;grt_pass1_wl;1570;um
worst_setup_path;rr_worst_depth;3;
clocking;cts_tree;built;
timing;rsz0062_at_grt;no;
worst_setup_path;reg2reg_slack;280;ps
routing;wl_per_cell;4.58;um
synth;synth_area_per_cell;14.6;um2
routing;drt-total-wl;898;um
synth;synth_top_area_share;77.0;%
run;cap_violations;0;
synth;numSynthFlops;33;
power_and_ir_drop;vdd_drop_max;0.291;mV
floorplanning;core-area;0.00773;mm2
layout;register_area;671;um2
place;pre_cts_ws;304;ps
place;gp_congestion;0.700;
clocking;htree_num_levels;2;
routing;drc;0;
run;tool_warnings;27;
worst_setup_path;worst-setup-path-type;reg -> reg;
synth;flop_cell;dfxtp_1;
worst_setup_path;cp-end-kind;register;
hold_path;holdCritStartpoint;counter[0];
routing;ant_nets;0;
floorplanning;rows;32;
routing;drtPass1Iterations;3;
grt;grtUsageTotal;1.65;%
routing;viasPerCell;2.13;
clocking;cts.path.max_buffers;2;
grt;grt_max_degree;11;
layout;drive_gt1_share;11.7;%
synth;synthCells;57;
place;portBuffers;1;
clocking;hold_buffers;0;
timing;fmax;0.660;GHz
layout;areaGrowthSynthToFinish;41.4;%
timing;finalSetupTns;0;ps
synth;async_flop_share;0;%
timing;slew_viol_final;0;
clocking;cts_made_buffers;5;
synth;area_leaders;dfxtp_1 (77%), nor4_2 (4.5%), nor4_1 (3.8%), edfxtp_1 (3.6%), ha_1 (3.0%);
routing;n_antenna_cell;0;
hold_path;min_path_cells;1;
clocking;clk_latency;270;ps
grt;antenna_found_initial;0;
synth;yosys-stat-area;832;um2
timing;skew;1.85;ps
synth;syn-cell-area;832;um2
timing;timing.final.crit_share;84.2;%
timing;timing.final.crit_period;1520;ps
worst_setup_path;cp_max_fo;4;
worst_setup_path;critPathLaunchType;register;
worst_setup_path;arrival;1550;ps
synth;synth.yosys.num_cells;57;
floorplanning;initial_utilization;10.8;%
timing;final.setup.worst_slack;284;ps
layout;comb_area;255;um2
power_and_ir_drop;powerDensity;1160;mW/mm2
floorplanning;die-area;0.0119;mm2
worst_setup_path;cp-startpoint;counter[2];
floorplanning;dieHeight;109;um
clocking;cts_resized;0;
timing;finalSetupViolCount;0;
[stage by stage]
step	std cells	instance area (um2)	hold slack [ps]	power [mW]	utilization [%]
after floorplan	85	937	427	0.803	-
after global placement	188	1070	463	0.806	13.9
after detailed placement	188	1070	482	0.808	13.9
after CTS	196	1180	490	1.39	15.2
after global routing	196	1180	504	1.44	15.2
final	196	1180	475	1.37	15.2
[worst max-delay path, stage by stage (launching register included)]
cell     delay, ps
dfxtp_1        330
nor4_1         330
nand4_1        210
or3_1          410
[per-layer routing]
layer,vias to the layer above,part of all wire (%),track usage (%)
met1,175,47,1.92
met3,2,6.8,1.19
met2,7,42,2.23
li1,233,-,-
met5,-,0,0
met4,0,3.8,0.753
[kinds of logic after synthesis]
| group | Yosys count | synth area share [%] |
|---|---|---|
| DFF | 33 | 80.6 |
| other | 1 | 0.451 |
| and+or+nand+nor | 17 | 13.5 |
| xor gates and xnor gates | 1 | 1.05 |
| adders and majority gates | 2 | 3.01 |
| buffers and inverters | 3 | 1.35 |
[report_power, final]
group	internal, mW	switching [mW]	leakage, nW	total (mW)
Combinational	0.00322	0.00816	0.145	0.0114
Sequential	0.769	0.0105	0.276	0.779
Clock	0.345	0.232	0.0542	0.577
Total	1.12	0.251	0.475	1.37
[cell type report]
class                   count  area share (%)
clock buffers               7            8.19
repair buffers              1           0.851
well taps                 102            10.9
flip-flops and latches     33            57.0
inverters                   3           0.957
multi-input cells          49            21.7
clock inverters             1           0.426
[worst max-delay path by stage]
stage	endpoint	slack, ps	cells past startpoint
CTS	clk_N	300	3
global route	clk_N	210	3
finish	clk_N	280	3
[layout by cell type, fill, tap and decap left out, drive strengths merged]
cell type      count
nor2               1
clkinv             1
nand3              2
inv                3
xor2               1
clkdlybuf4s50      1
nor3               2
or3                1
edfxtp             1
nand2              2
nor4               8
clkbuf             7
conb              29
nand4              1
dfxtp             32
ha                 2
[state kept, by name, indices dropped and copies added (netlist names)]
name / cells
clk_N: 1
counter: 32
Power and IR drop assume default switching activity.
