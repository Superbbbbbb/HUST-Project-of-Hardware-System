[flow/design.v]
`timescale 1ns / 1ps
module pattern(code, patt);
    input [3:0] code;
    output reg [7:0] patt;
    always@(code) begin
        case (code[3:0])
            4'b0000: patt = 8'b11000000;
            4'b0001: patt = 8'b11111001;
            4'b0010: patt = 8'b10100100;
            4'b0011: patt = 8'b10110000;
            4'b0100: patt = 8'b10011001;
            4'b0101: patt = 8'b10010010;
            4'b0110: patt = 8'b10000010;
            4'b0111: patt = 8'b11111000;
            4'b1000: patt = 8'b10000000;
            4'b1001: patt = 8'b10011000;
            4'b1010: patt = 8'b10001000;
            4'b1011: patt = 8'b10000011;
            4'b1100: patt = 8'b11000110;
            4'b1101: patt = 8'b10100001;
            4'b1110: patt = 8'b10000110;
            4'b1111: patt = 8'b10001110;
        endcase
    end
endmodule
[flow/run.sh]
#!/bin/bash
# OpenROAD 26Q1-2900-gdf79404cd8, Yosys 0.63+post, stock flow scripts
make -C /OpenROAD-flow-scripts/flow DESIGN_CONFIG=/design/flow/config.mk WORK_HOME=/design/flow/orfs finish
[flow/config.mk]
export PLATFORM = sky130hd
export DESIGN_NAME = pattern
export DESIGN_NICKNAME = pattern
export VERILOG_FILES = /design/flow/design.v
export SDC_FILE = /design/flow/constraint.sdc
export NUM_CORES = 4
export LEC_CHECK = 1
export CORE_AREA = 10 10 70 70
export DIE_AREA = 0 0 80 80
[flow/constraint.sdc]
current_design pattern

set clk_period 1.3
set clk_io_pct 0.2

create_clock -name clk0 -period $clk_period

set non_clock_inputs [all_inputs -no_clocks]
set_input_delay [expr $clk_period * $clk_io_pct] -clock clk0 $non_clock_inputs
set_output_delay [expr $clk_period * $clk_io_pct] -clock clk0 [all_outputs]
==> Slide: Implementation Results <==
Physical Implementation Snapshot

Logic synthesis
  • Avg Cell Area, Syn: 7.40 µm²
  • Synth Instances: 36
  • Chip Area, Yosys: 267 µm²
  • Synth cell types: 21
  • Post-synth seq share: 0%
  • Yosys stat cell total: 36
  • Mapped Area: 267 µm²
  • Yosys warning total: 1

Global routing
  • Initial antenna violation count: 0
  • Number of global-route vias before repair: 363
  • Total GRT Usage: 3.09%
  • Global-route wire length before repair: 1680 µm
  • Pin count of the biggest net entering global routing: 9
  • Grt total ovfl: 0

Routing
  • Vias: 348
  • Final wirelength: 1100 µm
  • Vias per std cell: 3.22
  • DR DRC count: 0
  • N_diodes: 0
  • DRT iter0 DRCs: 28
  • Number of detailed-route iterations in the first pass: 2
  • WL/cell: 10.2 µm
  • Antenna-violating nets left: 0

Layout
  • Share of post-route cells with drive strength above 1: 69.4%
  • Flop area: 0 µm²
  • Post-route cell area: 644 µm²
  • Clock buf count: 0
  • Flop count: 0
  • Area grow syn2layout: 142%
  • Number of fill cells in the layout: 368

Final timing
  • Final setup fails: 4
  • Setup ws final: -0.156 ns
  • Pins Over Slew Limit: 0
  • Fmax: 687 MHz
  • Post-route minimum period: 1.46 ns
  • Final Hold Viols: 0
  • Unrepaired setup endpoints after global routing: yes
  • Period utilization: 112%

Placed design
  • Routability cong.: 0.691
  • Placed Area: 464 µm²
  • Port bufs: 11
  • DP Wirelength: 672 µm
  • Worst slack, placed: -1.02 ns

Worst setup path
  • Crit path DRT: 1.04 ns
  • Critical-path top delay cell: mux2_2
  • CP Data Arrival Time: 1.20 ns
  • CP endpoint kind: output port
  • Largest stage delay on the critical path: 0.25 ns
  • WS Path Type: primary input to output port
  • Critical path endpoint: patt[6]
  • Crit-path cells: buf_8 -> buf_6 -> ha_4 -> mux2_2 -> a22o_1 -> buf_2
  • Crit path buffers/inverters: 3
  • Startpoint Class: primary input
  • Stages on the worst setup path: 6
  • CP top delay family: buffers and inverters
  • Crit Path Max Fanout: 3
  • Worst Setup SP: code[1]

Hold path
  • HP Class: primary input to output port
  • Hold Startpoint: code[2]

Die
  • Fp_density: 7.80%
  • I/O pin total: 12
  • Die width: 80 µm
  • Core Rows: 21
  • Core area: 3420 µm²
  • Chip area: 6400 µm²
  • Die Ht: 80 µm

Pwr
  • P_leak: 0.292 nW
  • Max IR drop VDD: 0.0429 mV
  • Power Dens Cells: 297 nW/µm²

Run
  • Max-cap viol count: 0
  • Total tool warning count: 39

Status
  • Failing checks: negative setup slack
  • Outcome: finished, violations left
-- worst min path at each step --
stage,endpoint,slack [ns],depth (start not counted)
CTS,patt[0],0.95,4
global route,patt[0],1.0,4
finish,patt[0],0.94,4
-- synthesized netlist by cell type (all sizes together), types with 2 or more instances --
cell type	n	area, µm²
ha	6	75.1
nor2	4	17.5
o21ai	4	20.0
inv	3	11.3
mux2i	3	30.0
a22o	2	17.5
buf	2	18.8
nand2b	2	12.5
-- timing repair --
action / 4_1_cts / 5_1_grt
pin swaps: 7 / 7
gates resized: 60 / 18
setup buffers: 10 / 1
hold buffers: 0 / 0
endpoints found under the setup margin: 7 / 7
-- tightest hold or removal path, stage by stage --
cell,delay [ns]
buf_2,0.11
or3b_1,0.16
o21ai_1,0.05
buf_2,0.10
-- cell type report --
class                           instances  area, µm²  share of cell area [%]
Inverter                                3       28.8                    4.47
Tap cell                               46       57.6                    8.93
Timing Repair Buffer                   29        244                    37.9
Multi-Input combinational cell         30        314                    48.7
-- cells in the final DEF (no fill, tap or decap), types with 2 or more instances in the layout --
| cell type | synthesis | final |
|---|---|---|
| buf_4 | 1 | 12 |
| buf_6 | 1 | 7 |
| buf_2 | 0 | 5 |
| ha_4 | 0 | 4 |
| mux2i_1 | 3 | 3 |
| clkbuf_2 | 0 | 3 |
| nor2_1 | 3 | 2 |
| o21ai_1 | 1 | 2 |
| a22o_1 | 2 | 2 |
| ha_2 | 0 | 2 |
-- metrics by stage --
step                      power, mW  utilization, %  instances  hold slack, ns  setup TNS, ns
final                         0.191            18.9        108           0.944         -0.417
after global routing          0.211            18.9        108           0.998         -0.712
after CTS                     0.172            17.7        107           0.949         -0.728
after detailed placement      0.136            13.6         97            1.58          -6.51
after global placement        0.136            13.6         97            1.57          -6.47
after floorplan              0.0574               -         36           0.620              0
-- where the power goes --
| group | switching [mW] | total [mW] | internal (mW) |
|---|---|---|---|
| sequential | 0 | 0 | 0 |
| combinational | 0.0775 | 0.191 | 0.114 |
| clock | 0 | 0 | 0 |
-- cell families (layout without fill, tap and decap cells) --
logic type | count (synthesis) | in the layout | share of synthesized area, %
simple gates | 10 | 10 | 20.2
compound gates | 9 | 9 | 22.1
fa+ha+maj | 6 | 6 | 28.2
buf+inv | 6 | 32 | 12.7
mux | 4 | 4 | 15.5
other cells | 1 | 1 | 1.41
-- layer usage --
metal / track usage [%] / part of all wire, % / up-vias
met4: 0 / 0 / 0
met2: 6.74 / 57 / 3
li1: - / - / 175
met3: 0.341 / 3.6 / 0
met5: 0 / 0 / -
met1: 3.10 / 39 / 170
Power is estimated from default activity; no workload was simulated.
